===== /design/flow/config.mk =====
export PLATFORM = sky130hd
export DESIGN_NAME = sevevenseg
export DESIGN_NICKNAME = sevevenseg
export VERILOG_FILES = /design/flow/design.v
export SDC_FILE = /design/flow/constraint.sdc
export NUM_CORES = 4
export LEC_CHECK = 1
export CORE_AREA = 10 10 70 70
export DIE_AREA = 0 0 80 80
export SYNTH_HDL_FRONTEND = slang

===== /design/flow/constraint.sdc =====
current_design sevevenseg

set clk_period 1.4
set clk_io_pct 0.2

create_clock -name clk0 -period $clk_period

set non_clock_inputs [all_inputs -no_clocks]
set_input_delay [expr $clk_period * $clk_io_pct] -clock clk0 $non_clock_inputs
set_output_delay [expr $clk_period * $clk_io_pct] -clock clk0 [all_outputs]

===== /design/flow/design.v =====
module sevevenseg(hex1,hex0,x,y);
input wire [3:0] x,y;
output wire [6:0] hex1,hex0;
assign hex1[6] = (x[3]&x[2])|(x[3]&x[1])|(~x[3]&~x[2]&~x[1])|(x[2]&x[1]&x[0]);
assign hex1[5] = (x[3]&x[2])|(x[3]&x[1])|(~x[3]&~x[2]&x[0])|(~x[2]&x[1]);
assign hex1[4] = (x[3]&x[2])|(x[3]&x[1])|(x[0])|(x[2]&~x[1]);
assign hex1[3] = (x[2]&~x[1]&~x[0])|(x[2]&x[1]&x[0])|(~x[3]&~x[2]&~x[1]&x[0])|(x[3]&x[2])|(x[3]&x[1]);
assign hex1[2] = (x[3]&x[2])|(x[3]&x[1])|(~x[2]&x[1]&~x[0]);
assign hex1[1] = (x[3]&x[2])|(x[3]&x[1])|(x[2]&~x[1]&x[0])|(x[2]&x[1]&~x[0]);
assign hex1[0] = (x[3]&x[2])|(x[3]&x[1])|(~x[3]&~x[2]&~x[1]&x[0])|(x[2]&~x[1]&~x[0]);
assign hex0[6] = (y[3]&y[2])|(y[3]&y[1])|(~y[3]&~y[2]&~y[1])|(y[2]&y[1]&y[0]);
assign hex0[5] = (y[3]&y[2])|(y[3]&y[1])|(~y[3]&~y[2]&y[0])|(~y[2]&y[1]);
assign hex0[4] = (y[3]&y[2])|(y[3]&y[1])|(y[0])|(y[2]&~y[1]);
assign hex0[3] = (y[2]&~y[1]&~y[0])|(y[2]&y[1]&y[0])|(~y[3]&~y[2]&~y[1]&y[0])|(y[3]&y[2])|(y[3]&y[1]);
assign hex0[2] = (y[3]&y[2])|(y[3]&y[1])|(~y[2]&y[1]&~y[0]);
assign hex0[1] = (y[3]&y[2])|(y[3]&y[1])|(y[2]&~y[1]&y[0])|(y[2]&y[1]&~y[0]);
assign hex0[0] = (y[3]&y[2])|(y[3]&y[1])|(~y[3]&~y[2]&~y[1]&y[0])|(y[2]&~y[1]&~y[0]);
endmodule

===== /design/flow/run.sh =====
#!/bin/bash
# OpenROAD 26Q1-2900-gdf79404cd8, Yosys 0.63+post, stock flow scripts
make -C /OpenROAD-flow-scripts/flow DESIGN_CONFIG=/design/flow/config.mk WORK_HOME=/design/flow/orfs finish

==> reports/qor.log <==
qor: setup_path.worst-path-buf-inv 2
qor: synthesis.yosys-stat-area 248 um2
qor: synthesis.netlist_top_cells_count sky130_fd_sc_hd__nand3_1, sky130_fd_sc_hd__nor2_1, sky130_fd_sc_hd__a2bb2oi_1, sky130_fd_sc_hd__inv_1
qor: global_routing.pin_count_of_the_biggest_net_entering_global_routing 9
qor: synthesis.cell_count_after_synthesis 38
qor: power_and_ir_drop.peakVddDrop 0.0000851 V
qor: sta.min_period_over_period 1.02
qor: status.status finished, violations left
qor: route.wire_per_inst 9.93 um
qor: power_and_ir_drop.power.leakage 0.266 nW
qor: setup_path.critical_path.top_delay_family simple AND/OR/NAND/NOR gates
qor: global_routing.leftover_overflow_at_the_end_of_global_routing 0
qor: sta.setup_ws -0.0263 ns
qor: sta.max_freq 0.701 GHz
qor: setup_path.critical_path.endpoint_type output port
qor: route.drc 0
qor: worst_hold_path.min_to hex0[1]
qor: sta.timing.final.setup_violations 2
qor: route.first_pass_iters 4
qor: floorplanning.fp-row-count 21
qor: final_layout.sequential_cell_area 0 um2
qor: floorplanning.floorplan.core_util 0.0725
qor: setup_path.timing.critical_path.required 1.12 ns
qor: synthesis.simple_gate_area_frac 0.404
qor: sta.finalSetupTns -0.0364 ns
qor: sta.post-route-min-period 1.43 ns
qor: global_routing.track_usage 0.0335
qor: floorplanning.die_height 80 um
qor: final_layout.design_area 618 um2
qor: sta.report.final.hold_viol_count 0
qor: power_and_ir_drop.power_density 294 mW/mm2
qor: route.dr.first_iter.drc_count 19
qor: worst_hold_path.timing.hold.worst.start y[3]
qor: route.wl 1140 um
qor: worst_hold_path.hold_path_depth 3
qor: sta.worstMarginPinSlew 0.283 ns
qor: cts.holdBufCountCts 0
qor: sta.relative_slew_slack 0.810
qor: synthesis.ys_cells 38
qor: synthesis.synth.cellmix.compoundShare 0.419
qor: setup_path.cp_slowest_cell sky130_fd_sc_hd__or4b_4
qor: final_layout.nFlopsAndLatches 0
qor: placement.hpwlAfterDp 891 um
qor: route.routed-via-count 410
qor: setup_path.critPathMaxStageDelay 0.54 ns
qor: placement.globalplace.congestion 0.738
qor: route.post_detailed_route_via_to_cell_ratio 3.57
qor: synthesis.netlist-cell-type-count 22
qor: synthesis.fraction_of_synthesized_cell_area_taken_by_the_top_area_cell_type 0.106
qor: setup_path.cells_along_the_critical_path buf_6, or4b_4, o211ai_1, buf_2
qor: setup_path.critical_path_arrival 1.15 ns
qor: final_layout.layout_cells_sized_above_1 0.580
qor: floorplanning.die_w 80 um
qor: final_layout.n_fill_cell 394
qor: job.warning_count 34
qor: floorplanning.floorplan.io_pins 22
qor: placement.post_place_cell_area 571 um2
qor: route.antenna_cells 0
qor: final_layout.areaGrowthSynthToFinish 149%
qor: status.violated_checks negative setup slack
qor: synthesis.synthTopCellsByArea sky130_fd_sc_hd__a2bb2oi_1, sky130_fd_sc_hd__nand3_1, sky130_fd_sc_hd__o221ai_1
qor: worst_hold_path.hold_class in -> out
qor: route.ant_nets 0
qor: synthesis.synth.logic.top_family AND-OR/OR-AND gates
qor: setup_path.critical_path.startpoint_type primary input
qor: synthesis.synth.cellmix.xorXnorShare 0.0707
qor: synthesis.syn_area_cell 6.52 um2
qor: sta.worst_case_hold_slack 0.882 ns
qor: synthesis.syn_area 248 um2
qor: job.maxCapViolCount 0
qor: floorplanning.chip_area 0.00640 mm2
qor: sta.rsz0062_at_grt yes
qor: global_routing.first_global_vias 437
qor: setup_path.critical_path_peak_fanout 3
qor: synthesis.synth.yosys.seq_area_share 0
qor: final_layout.clock_buffer_count 0
qor: placement.placement.io_buffers 22
qor: synthesis.mux_share 0
qor: synthesis.synth_area_leader_cell sky130_fd_sc_hd__a2bb2oi_1
qor: floorplanning.core_area 0.00342 mm2
qor: global_routing.global_route_wire_length_before_repair 1870 um
qor: setup_path.worstSetupPathType in -> out
qor: synthesis.syn_warnings 0
qor: sta.maxSlewViolCount 0
qor: synthesis.post_synth_fa_ha_maj_area_fraction 0
qor: global_routing.grt_antenna_before_repair 0
-- layout make-up --
type,count,area (um2),share of cell area
inverter,3,11.3,0.0182
multi-input combinational,33,295,0.478
tap,46,57.6,0.0931
timing repair buffer,33,254,0.411
-- placed cells by master, fill, tap and decap left out, drive strengths merged --
cell type      count
buf               24
dlygate4sd2        8
nor2               4
nand3              4
inv                3
a2bb2oi            3
nand2              2
o211ai             2
xor2               2
o221ai             2
o21ai              2
or3                2
nand2b             2
or2b               1
or4b               1
o22a               1
o311ai             1
nand3b             1
or2                1
o21a               1
a22o               1
clkdlybuf4s15      1
-- worst min-delay path, cell delays in order --
cell and delay, ns:
sky130_fd_sc_hd__buf_6 0.08, sky130_fd_sc_hd__a2bb2oi_1 0.13, sky130_fd_sc_hd__buf_2 0.11
-- how the worst max path moves through the flow --
stage,from,endpoint,slack (ns),depth (start not counted)
6_report,y[2],hex0[3],-0.03,4
5_1_grt,y[2],hex0[3],-0.07,4
4_1_cts,y[2],hex0[3],-0.03,4
-- logic make-up after synthesis --
| group | Yosys count |
|---|---|
| AND-OR/OR-AND | 13 |
| XOR/XNOR | 2 |
| AND/OR/NAND/NOR | 18 |
| buffers and inverters | 5 |
-- through the flow --
stage | std cells | setup slack [ns] | power, W | utilization
after CTS | 115 | -0.0270 | 0.000181 | 0.181
after floorplan | 38 | 0.181 | 0.0000527 | -
final | 115 | -0.0263 | 0.000181 | 0.181
after detailed placement | 112 | -0.770 | 0.000180 | 0.167
after global placement | 112 | -0.763 | 0.000180 | 0.167
after global routing | 115 | -0.0737 | 0.000200 | 0.181
-- per-layer routing --
layer,wire (um),part of all wire,global-route usage
met1,448,0.39,0.0383
met2,565,0.49,0.0602
met3,128,0.11,0.0136
met4,0,0,0
met5,0,0,0
-- what timing repair did --
action / 4_1_cts / 5_1_grt
setup endpoints to repair: 14 / 5
buffers inserted: 3 / 0
cloned: 0 / 0
resized: 78 / 3
pin swaps: 9 / 0
-- report_power, final --
part | internal (W) | total [W] | switching, W
logic | 0.000109 | 0.000181 | 0.0000729
clock network | 0 | 0 | 0
registers | 0 | 0 | 0
total | 0.000109 | 0.000181 | 0.0000729
Power is estimated from default activity; no workload was simulated.
